<file path="./design.v">
`timescale 1ns / 1ps
module ShiftRegister(
    input In,
    output reg Out,
    input [7:0] LoadIn,
    output [7:0] DataOut,
    input Reset,
    input Clk,
    input Load,
	 input Shift
    );
	 reg [7:0] data;
	always @ (posedge Clk,posedge Reset)
	begin
		if(Reset)
		begin
			data <= 0;
			Out <= 0;
		end
		else if(Load) data <= LoadIn;
		else
		if(Shift)begin
			Out <= data[0];
			data[0] <= data[1];
			data[1] <= data[2];
			data[2] <= data[3];
			data[3] <= data[4];
			data[4] <= data[5];
			data[5] <= data[6];
			data[6] <= data[7];
			data[7] <= In;
		end
	end
	assign DataOut = data;
endmodule
</file>
<file path="./run.sh">
#!/bin/bash
# OpenROAD 26Q1-2900-gdf79404cd8, Yosys 0.63+post, stock flow scripts
make -C /OpenROAD-flow-scripts/flow DESIGN_CONFIG=/design/flow/config.mk WORK_HOME=/design/flow/orfs finish
</file>
<file path="./config.mk">
export PLATFORM = sky130hd
export DESIGN_NAME = ShiftRegister
export DESIGN_NICKNAME = ShiftRegister
export VERILOG_FILES = /design/flow/design.v
export SDC_FILE = /design/flow/constraint.sdc
export NUM_CORES = 4
export LEC_CHECK = 1
export CORE_AREA = 10 10 70 70
export DIE_AREA = 0 0 80 80
</file>
<file path="./constraint.sdc">
current_design ShiftRegister

set clk_period 1.3
set clk_io_pct 0.2

create_clock -name clk0 -period $clk_period [get_ports {Clk}]

set non_clock_inputs [all_inputs -no_clocks]
set_input_delay [expr $clk_period * $clk_io_pct] -clock clk0 $non_clock_inputs
set_output_delay [expr $clk_period * $clk_io_pct] -clock clk0 [all_outputs]
</file>
==> out/qor.yml <==
overflow: 0
antenna_left: 0
grt_util_all_layers_pct: 4.149
layoutNonFillerInstCount: 117
ios: 22
antenna_found_initial: 0
leakage_nw: 0.3748
critPathMaxFanout: 3
fp-row-count: 21
finalCriticalPeriod_ns: 1.163
antenna_cells: 0
place_hpwl_mm: 1.001
drtPass1Iterations: 4
cts-root-buf: "clkbuf_4"
setup_viol: 0
ys_top_logic_family: "multiplexers"
synthAdderAreaFrac_pct: 0
common_cells: "dfrtp_1, mux2i_1, nand2_1, o21ai_1, o21ai_0"
switching_power_mw: 0.1746
yosys.area_share.aoi_pct: 9.384
outcome: "complete, no violations"
seqPwrFrac_pct: 44.5
synthTopCellsByArea: "dfrtp_1, mux2i_1, nand2_1"
combinationalPowerShare_pct: 26.9
clk_latency_ns: 0.26
placedCellCount: 105
top_area_cell: "dfrtp_1"
total_power_mw: 0.7404
viasPerCell: 3.359
cts_tree: "built"
fin_hold_ws_ns: 0.2605
io_buffers: 21
clock_path_buffers: 2
tns_ns: 0
syn_inst: 38
worstHoldPathType: "in -> async"
cts.clk_slew.worst_paths_ns: 0.06
n_fill_cell: 368
maxCapViolations: 0
comb_area_sq_um: 178.9
worst_slew_pin_slew_ns: 0.3396
cp_num_buf_inv: 1
powerDensity_nw_per_um2: 951.3
relSlewSlack_pct: 77.33
synth_dominant_cell_count: "dfrtp_1"
fin_skew_ns: 0.004932
rsz0062_at_grt: "false"
path_cells: "dlygate4sd2_1"
ys_seq_share_pct: 52.79
chipHeight_um: 80
mux_area_share_pct: 22.29
pre_cts_ws_ns: -0.08039
slew_violations: 0
h-tree-depth: 1
fp_util_pct: 12.49
cpMaxStageDelayCell: "dfrtp_1"
warning_count: 25
end_kind: "output pin"
grt_max_degree: 17
ys_area_sq_um: 426.7
drt-total-wl_mm: 1.327
p_sw_share_pct: 23.58
p_int_mw: 0.5658
yosys-stat-cells: 38
ys.flops: 9
seq_area_sq_um: 225.2
synth.cell_area_sq_um: 426.7
ys_async_sr_fraction_pct: 100.0
edf_count: 0
core-area_sq_um: 3416
die_w_um: 80
cts_buffers: 3
area_delta_synth_final_pct: 82.40
placed_area_sq_um: 703.2
crit_type: "reg -> out"
crit_family: "flip-flops"
post_drt_wl_per_cell_um: 11.34
post-route-util_pct: 22.78
fin_area_sq_um: 778.2
synth_cell_types: 10
setup_ws_ns: 0.1369
max_stage_delay_ns: 0.40
ir_drop_uv: 212.9
cts_sinks: 9
max_clock_freq_mhz: 859.7
hold_violations: 0
cp_data_arrival_time_ns: 0.90
grt_pass1_wl_mm: 2.042
drt_iter0_drc: 24
ff_type: "dfrtp_1"
ys_sh_xor_pct: 0
ys_warn_count: 1
drc: 0
cp.required_ns: 1.04
fin_crit_sh_pct: 89.47
top_area_share_pct: 52.79
simple_gate_share_pct: 10.26
start_kind: "flop"
gp_congestion: 0.6899
p_clk_share_pct: 28.6
grt_pass1_vias: 435
drive_gt1_share_pct: 21.13
vias: 393
avgSynthCellArea_sq_um: 11.23
die_area_sq_um: 6400
[logic make-up after synthesis]
| logic type | Yosys count |
|---|---|
| flops | 9 |
| buf+inv | 3 |
| compound gates | 8 |
| simple gates | 9 |
| mux | 9 |
[metal layers]
metal | GRT usage, % | vias to the layer above | wire length (um)
met5 | 0 | - | 0
met4 | 0.3521 | 0 | 0
met3 | 2.955 | 0 | 163
met2 | 6.822 | 14 | 660
met1 | 4.404 | 185 | 502
li1 | - | 194 | -
[sequential cells by signal (all words and copies together) (netlist names)]
| signal | count |
|---|---|
| data | 8 |
| Out | 1 |
[layout by cell type, fill, tap and decap left out]
cell / n
clkdlybuf4s50_1: 12
dfrtp_1: 9
dlygate4sd2_1: 9
buf_4: 9
mux2i_1: 8
nand2_1: 8
o21ai_1: 5
o21ai_0: 3
clkbuf_4: 3
inv_1: 1
nand2b_4: 1
mux2_4: 1
clkbuf_1: 1
buf_12: 1
[power by group through the flow]
stage,clock (mW),combinational (mW),sequential (mW)
6_report,0.212,0.199,0.329
5_1_grt,0.241,0.219,0.334
4_1_cts,0.221,0.203,0.329
[final timing paths]
path                           start         end  slack [ns]  cells past startpoint
max                          data[1]  DataOut[1]        0.14                      1
min                            Reset     data[0]        0.26                      2
max reg2reg                  data[2]     data[1]        0.33                      4
min reg2reg                      Out         Out        0.60                      2
max in group asynchronous      Reset     data[3]        0.79                      2
min in group clk0          LoadIn[6]     data[6]        0.55                      3
[repair_timing]
item                                    CTS  global route
hold buffers                              0             0
resized                                   9             0
endpoints found under the setup margin    9             0
setup buffers                             8             0
[area by class of cell]
type / count / share of cell area [%]
clock buffers: 4 / 3.376
well taps: 46 / 7.396
multi-input cells: 26 / 22.99
flip-flops and latches: 9 / 28.94
inverters: 1 / 0.4823
repair buffers: 31 / 36.82
