==> flow/config.mk <==
export PLATFORM = sky130hd
export DESIGN_NAME = Top
export DESIGN_NICKNAME = Top
export VERILOG_FILES = /design/flow/design.v
export SDC_FILE = /design/flow/constraint.sdc
export NUM_CORES = 4
export LEC_CHECK = 1
export CORE_AREA = 10 10 70 70
export DIE_AREA = 0 0 80 80
==> flow/constraint.sdc <==
current_design Top

set clk_period 1.0
set clk_io_pct 0.2

create_clock -name clk0 -period $clk_period [get_ports {clk}]

set non_clock_inputs [all_inputs -no_clocks]
set_input_delay [expr $clk_period * $clk_io_pct] -clock clk0 $non_clock_inputs
set_output_delay [expr $clk_period * $clk_io_pct] -clock clk0 [all_outputs]
==> flow/design.v <==
`timescale 1ns / 1ps
module ControlUnit(
    input Z,
    input G,
    input Q0,
	 input Clk,
	 input Reset,
    output reg LoadA,
    output reg LoadQ,
    output reg LoadB,
    output reg LoadP,
    output reg ResetA,
	 output reg ResetC,
	 output reg DecC,
	 output reg Shift
    );
	 reg [1:0] status;
	 always@(posedge Clk,posedge Reset)
	 begin
		if(Reset)
		begin
		status <= 1'b0;
		ResetA <= 1'b1;
		ResetC <= 1'b1;
		end
		else case(status)
		0:
			begin
			if(G)
				begin
					LoadB <= 1;
					LoadP <= 1;
					DecC <= 0;
					ResetC <= 0;
					ResetA <= 0;
					LoadA <= 0;
					LoadQ <= 0;
					status <= 1;
					Shift <= 0;
				end
			else
				begin
					status <=0;
					LoadA <=0;
					LoadQ <=0;
					LoadB <=0;
					LoadP <=0;
					ResetA <=0;
					ResetC <=0;
					DecC <=0;
					Shift <=0;
				end
			end
		1:
			begin
			if(G)
				begin
					LoadQ <= 1;
					LoadA <= 0;
					LoadB <= 0;
					LoadP <= 1;
					ResetA <= 1;
					ResetC <= 1;
					Shift <= 0;
					DecC <= 0;
					if(Q0) status <= 2;
					else status <= 3;
				end
			else
				begin
					status <=1;
					LoadA <=0;
					LoadQ <=0;
					LoadB <=0;
					LoadP <=0;
					ResetA <=0;
					ResetC <=0;
					DecC <=0;
					Shift <=0;
				end
			end
		2:
			begin
				LoadB <= 0;
				LoadP <= 0;
				DecC <= 0;
				ResetC <= 0;
				ResetA <= 0;
				LoadA <= 1;
				LoadQ <= 0;
				Shift <= 0;
				status <= 3;
			end
		3:
			begin
				LoadB <= 0;
				LoadP <= 0;
				DecC <= 1;
				ResetC <= 0;
				ResetA <= 0;
				LoadA <= 0;
				LoadQ <= 0;
				Shift <= 1;
				if(Z) status <= 0;
				else
					if(Q0) status <= 2;
					else status <= 3;
			end
		endcase
	 end
endmodule
`timescale 1ns / 1ps
module Counter(
    input [3:0] DataIn,
    output [3:0] DataOut,
    input Load,
	 input Dec,
    input Clk
    );
	 reg [3:0] data;
	 always@(posedge Clk,posedge Load)
	 begin
		if(Load) data <= DataIn;
		else if(Dec) data <= data-1;
	 end
	 assign DataOut = data;
endmodule
`timescale 1ns / 1ps
module DFlipFlop(
    input D,
    input Reset,
	 input Clk,
    output Q
    );
	 reg data;
	 always@(posedge Clk, posedge Reset)
	 begin
		if(Reset) data <= 0;
		else data <= D;
	 end
	 assign Q = data;
endmodule
`timescale 1ns / 1ps
module DisplayController(
    input [3:0] BinIn,
    output reg [6:0] SegmentOut
    );
	 always@(*)
	 begin
		case(BinIn)
			0: SegmentOut = 7'b1111110;
			1: SegmentOut = 7'b0110000;
			2: SegmentOut = 7'b1101101;
			3: SegmentOut = 7'b1111001;
			4: SegmentOut = 7'b0110011;
			5: SegmentOut = 7'b1011011;
			6: SegmentOut = 7'b1011111;
			7: SegmentOut = 7'b1110000;
			8: SegmentOut = 7'b1111111;
			9: SegmentOut = 7'b1110011;
			10: SegmentOut = 7'b1110111;
			11: SegmentOut = 7'b0011111;
			12: SegmentOut = 7'b1001110;
			13: SegmentOut = 7'b0111101;
			14: SegmentOut = 7'b1001111;
			15: SegmentOut = 7'b1000111;
		endcase
	 end
endmodule
`timescale 1ns / 1ps
module DisplayUpdater(
    input [27:0] DataIn,
	 input clk,
    output reg [3:0] an,
    output reg [6:0] seg,
    output dp
    );
	 assign dp = 1'b0;
	 reg [1:0] st;
	 always@(posedge clk)
	 begin
		case(st)
			2'b00:
			begin
				st <= 2'b01;
				an <= 4'b0001;
				seg <= DataIn[27:21];
			end
			2'b01:
			begin
				st <= 2'b10;
				an <= 4'b0010;
				seg <= DataIn[20:14];
			end
			2'b10:
			begin
				st <= 2'b11;
				an <= 4'b0100;
				seg <= DataIn[13:7];
			end
			2'b11:
			begin
				st <= 2'b00;
				an <= 4'b1000;
				seg <= DataIn[6:0];
			end
			default:
				st <= 2'b00;
		endcase
	 end
endmodule
`timescale 1ns / 1ps
module Multiplicador(
    input btn,
	 input resetCU,
	 input clk,
    input [7:0] sw,
    output [15:0] ouput
    );
	 wire Z, Q0, LoadA, LoadQ, LoadB,LoadP, ResetA, ResetC, DecC,Shift;
	 wire [3:0] dataout;
	 Counter contador(4'd7,dataout,LoadP,DecC,clk);
	 ZeroDetect detector(dataout,Z);
	 ControlUnit cu(Z,btn,Q0,clk,resetCU,LoadA,LoadQ,LoadB,LoadP,ResetA,ResetC,DecC,Shift);
	 wire cableAQ;
	 wire cableCA;
	 wire [7:0] sumaA;
ShiftRegisterWeb srA (.C(clk),.SLOAD(LoadA),.SI(cableCA),.D(sumaA),.SO(cableAQ),.PO(ouput[15:8]),.Reset(ResetA),.Shift(Shift));
ShiftRegisterWeb srQ (.C(clk),.SLOAD(LoadQ),.SI(cableAQ),.D(sw),.SO(Q0),.PO(ouput[7:0]),.Reset(ResetCU),.Shift(Shift));
	 wire Cout;
	 wire [7:0] BtoAdd;
	 Register registroB(sw,BtoAdd,LoadB,resetCU,clk);
	 add_bx sumador(Cout,sumaA,BtoAdd,ouput[15:8],1'b0);
	 wire FFin;
	 assign FFin = Q0 ? Cout : 0;
	 DFlipFlop FFC(FFin,ResetC,clk,cableCA);
endmodule
`timescale 1ns / 1ps
module Register(
    input [7:0] DataIn,
    output [7:0] DataOut,
    input Load,
    input Reset,
    input Clk
    );
	 reg [7:0] data;
	 always@(posedge Clk, posedge Reset)
	 begin
		if(Reset) data <= 0;
		else if(Load) data <= DataIn;
	 end
	 assign DataOut = data;
endmodule
`timescale 1ns / 1ps
module ShiftRegisterWeb (C, SLOAD, SI, D, SO, PO, Reset,Shift); 
input  C,SI,SLOAD,Reset,Shift; 
input [7:0] D; 
output SO;
output [7:0] PO; 
reg [7:0] tmp; 
  always @(posedge C or posedge Reset) 
  begin 
    if (Reset) tmp = 0;
    else if (SLOAD) 
      tmp = D; 
    else 
      begin 
        if(Shift)tmp = {SI, tmp[7:1]}; 
      end 
  end 
  assign SO  = tmp[0];
  assign PO = tmp;
endmodule
`timescale 1ns / 1ps
module Top(
		input btn,
		input [7:0] sw,
		input clk,
		output [6:0] seg,
		output [3:0] an,
		output dp
    );
	 wire [15:0] salidamul;
	 Multiplicador mul(btn,clk,sw,salidamul);
	 wire [27:0] display;
	 DisplayController s1(salidamul[15:12],display[27:21]);
	 DisplayController s2(salidamul[11:8],display[20:14]);
	 DisplayController s3(salidamul[7:4],display[13:7]);
	 DisplayController s4(salidamul[3:0],display[6:0]);
	 DisplayUpdater du(display,clk,an,seg,dp);
endmodule
`timescale 1ns / 1ps
module ZeroDetect(
    input [3:0] In,
    output reg Out
    );
	 always@(*)
	 begin
		if(In == 0) Out <= 1;
		else Out <= 0;
	 end
endmodule
module add_bx(cout,sum,a,b,cin);
output[7:0] sum;
output cout;
input[7:0] a,b;
input cin;
assign {cout,sum}=a+b+cin;
endmodule
==> flow/run.sh <==
#!/bin/bash
# OpenROAD 26Q1-2900-gdf79404cd8, Yosys 0.63+post, stock flow scripts
make -C /OpenROAD-flow-scripts/flow DESIGN_CONFIG=/design/flow/config.mk WORK_HOME=/design/flow/orfs finish
==> Changelog: implementation <==
## Flow update

* Outcome: finished clean
* WP buf/inv at 1
* Syn_area_per_cell at 10.9 um^2
* Cell taking the most area after synthesis: dfxtp_1
* YS chip area at ~250 um^2
* CP peak stage delay at 290 ps
* HPWL after DPL at 316 um
* Setup violators final at 0
* Share of cells above drive strength 1 at 17.9%
* Largest delay share family, worst path: flip-flops
* Post-synth top cells: buf_4 (8), dfxtp_1 (6), ha_1 (4), conb_1 (2), inv_1 (2)
* Area leader share at between 40% and 50%
* Area after DPL at 312 um^2
* Total Negative Setup Slacks at 0 ps
* Critical-path maximum fanout at 1
* Total track usage at under 10%
* Post-CTS Resized at 4
* TritonCTS buffer count at 3
* Startpoint types: flop
* Clk latency late pin at 240 ps
* Fillers at 406
* CP endpoint kind: primary output
* Cycle use final at 95.9%
* Placer Congestion at ~0.67
* WS Path Type: flop to primary output
* Synth Seq Share at 47.8%
* FF+latch count, synth at 6
* Register area at 123 um^2
* Critical Path AT at 760 ps
* Total number of vias at approximately 130
* CTS Buffer Depth at 2
* Peak VDD IR at 0.202 mV
* Core area at 3420 um^2
* Top-level I/O count at 22
* Post-synthesis instance total at 23
* Minimum clock period at 959 ps
* EDFF count, synth at 0
* OpenROAD warning count at 37
* CTS hold repair buffers at 0
* Logic area at 86.3 um^2
* WL final at 381 um
* Netlist cell types at 6
* Synth top cell by count: buf_4
* DRC viols at 0
* Netlist Area Pre-Place at 251 um^2
* FMAX at 1.04 GHz
* Setup Buffers After CTS at 0
* Fp util at 7.36%
* Wire length per cell at 5.15 um
* Antenna diode count at 0
* Final Max Tran Viols at 0
* LEAKAGE at 0.167 nW
* Layout area overhead at 32.8%
* Row count at 21
* Total cells reported by yosys after synthesis at 23
* Via density per instance at between 1.5 and 2
* I/O Buffers at 4
* Starting DRT DRC Count at 0
* CTS sink cnt at 6
* Critical Path RT at approximately 800 ps
* 1st-pass router iterations at 1
* Clock Skews at 2.59 ps
* FFs w/ async S/R, synth at 0%
* Largest net degree at the start of global routing at 4
* RSZ-0062 raised after global routing: false
* Slowest CP cell: dfxtp_1
* Final tally of hold violations at 0
* CTS tree: built
* H-tree lvl count at 1
* Die ar. at 6400 um^2
* Root buffer cell: clkbuf_4
* Finished layout cell area at 334 um^2
* Min-delay worst type: flop to flop
* GRT overflow at 0
* DRT antenna net count at 0
* First-pass GRT wire length at approximately 640 um
* Commonest flop: dfxtp_1
* Die Height at approximately 80 um
* Pwr/cell area at 1390 nW/um^2
* Initial antenna violation count at 0
* Post-place setup slack at 41.6 ps
* Max_cap viols at 0
* Yosys warning tally at 27
* Reg clk slew, reported paths at ~50 ps
* Crit-path cells: dlygate4sd2_1
* Vias in the first global route at 154
* Die Wd at 80 um
* PnR worst setup slack at 41.4 ps
* Main area contributors: dfxtp_1 (48%), buf_4 (24%), ha_1 (20%)
==> layout by cell type (no fill, tap or decap), drive strengths merged <==
master	instances
clkbuf	3
or2	1
dfxtp	6
clkdlybuf4s15	2
ha	4
dlygate4sd2	2
inv	2
conb	8
==> report_power, final <==
part | leakage, nW | internal [W] | switching [W] | total, W
registers | 0.0493 | 0.000240 | 0 | 0.000240
logic | 0.104 | 0 | 0.00000158 | 0.00000158
clock network | 0.0138 | 0.000136 | 0.0000860 | 0.000222
==> kinds of logic after synthesis <==
kind of cell / after synthesis / share of synthesized area [%]
adder cells (fa/ha/maj): 4 / 19.9
other: 2 / 2.99
AND/OR/NAND/NOR: 1 / 2.49
buffers and inverters: 10 / 26.9
flip-flops: 6 / 47.8
==> metal layers <==
layer	global-route usage, %	vias up	routed length [um]
met4	0.704	0	30
met3	0.909	4	37
met2	1.52	10	151
met1	1.33	57	162
li1	-	63	-
met5	0	-	0
==> path summary, 6_finish.rpt <==
check | to | startpoint | slack, ps | cells after the start
hold reg to reg | du.an[3] | du.st[0] | 500 | 1
setup / recovery | an[0] | du.an[0] | 40 | 1
hold / removal | du.an[3] | du.st[0] | 500 | 1
setup reg to reg | du.st[0] | du.st[0] | 70 | 3
==> flip-flops by register name, summed over array words and instances (netlist names) <==
signal,flops
du.st,2
du.an,4
==> cell type report <==
cell class	instances	share of cell area, %
Timing Repair Buffer	4	11.2
Multi-Input combinational cell	13	25.8
Inverter	2	2.25
Tap cell	46	17.2
Sequential cell	6	36.7
Clock buffer	3	6.74
==> per-stage QoR <==
stage	total power, W	cells	hold slack, ps	utilization, %
3_5_place_dp	0.000247	71	518	9.12
5_1_grt	0.000486	74	512	9.78
2_1_floorplan	0.000266	29	458	-
6_report	0.000463	74	497	9.78
4_1_cts	0.000481	74	523	9.63
3_3_place_gp	0.000248	71	502	9.12
No activity file was given, so power comes from the tool's default toggle rates.
